<file path="flow/config.mk">
export PLATFORM = sky130hd
export DESIGN_NAME = lcd1602_drive
export DESIGN_NICKNAME = lcd1602_drive
export VERILOG_FILES = /design/flow/design.v
export SDC_FILE = /design/flow/constraint.sdc
export NUM_CORES = 4
export LEC_CHECK = 1
export CORE_UTILIZATION = 40
</file>
<file path="flow/design.v">
module lcd1602_drive(
	input    wire     			  clk,  
	input    wire     			  rst_n,
	input    wire     			  user_show_flag,   
	input    wire     [15:0] user_addr_data,   
	output   reg             user_ready,       
	output   reg             show_done,        
	output   reg      [7:0]  q_out,
	output   reg             rs_out,
	output   reg             en_out,
	output   wire            rw_out
);
	localparam    State_Idle      =  6'b00_0001;
	localparam    State_init      =  6'b00_0010;
	localparam    State_wait_init =  6'b00_0100;
	localparam    State_Wait_work =  6'b00_1000;
	localparam    State_Work_cmd  =  6'b01_0000;
	localparam    State_Work_data =  6'b10_0000;
	reg   [15:0] user_addr_data_r;
	reg   [5:0]  c_state;
	reg   [5:0]  n_state;
	reg   	       wr_cmd_en;
	reg   [7:0]    wr_cmd;
	wire           wr_cmd_done;
	wire  [7:0]   cmd_q;
	wire          cmd_rs;
	wire          cmd_en;
	reg   	       wr_data_en; 
	reg   [7:0]    wr_data; 
	wire           wr_data_done;
	wire  [7:0]   data_q;
	wire          data_rs;
	wire          data_en;
	reg           init_en;  
	wire          init_done;
	wire          init_cmd_en;
	wire   [7:0]  init_cmd;
	wire          init_cmd_done;
	wire   [7:0]  init_out_q; 
	wire          init_out_rs;
	wire          init_out_en;
	lcd1602_init lcd1602_init_inst(
	.clk                (clk          ),   
	.rst_n              (rst_n        ),
	.init_en            (init_en      ),
	.init_done          (init_done    ),
	.init_cmd_en        (init_cmd_en  ),
	.init_cmd           (init_cmd     ),
	.init_cmd_done      (init_cmd_done)
);
	lcd1602_wr_cmd lcd1602_wr_cmd_inst(
		.clk            (clk        ),    
		.rst_n          (rst_n      ),
		.wr_cmd_en      (wr_cmd_en  ),
		.wr_cmd         (wr_cmd     ),
		.wr_cmd_done    (wr_cmd_done),
		.cmd_q          (cmd_q      ),
		.cmd_rs         (cmd_rs     ),
		.cmd_en         (cmd_en     )
	);
	lcd1602_wr_cmd lcd1602_wr_cmd_inst2(
		.clk            (clk        ),    
		.rst_n          (rst_n      ),
		.wr_cmd_en      (init_cmd_en  ),
		.wr_cmd         (init_cmd     ),
		.wr_cmd_done    (init_cmd_done),
		.cmd_q          (init_out_q      ),
		.cmd_rs         (init_out_rs     ),
		.cmd_en         (init_out_en     )
	);
	lcd1602_wr_data lcd1602_wr_data_inst(
		.clk            (clk        ),    
		.rst_n          (rst_n      ),
		.wr_data_en      (wr_data_en  ),
		.wr_data         (wr_data     ),
		.wr_data_done    (wr_data_done),
		.data_q          (data_q      ),
		.data_rs         (data_rs     ),
		.data_en         (data_en     )
	);
	always@(posedge clk)begin
		if(!rst_n)
			user_addr_data_r<=16'd0;
		else if(user_show_flag)
			user_addr_data_r<=user_addr_data;
		else if(show_done)
			user_addr_data_r<=16'd0;
		else
			user_addr_data_r<=user_addr_data_r;
	end
	assign rw_out = 1'b0;
	always@(posedge clk)begin
		if(!rst_n)
			c_state<=State_Idle;
		else 
			c_state<=n_state;
	end
	always@(*)begin
		case(c_state)
			State_Idle      : n_state = State_init;  
			State_init      : n_state = State_wait_init;
			State_wait_init : n_state = (init_done==1'b1) ? State_Wait_work : State_wait_init;
			State_Wait_work : n_state = (user_show_flag==1'b1) ? State_Work_cmd : State_Wait_work;
			State_Work_cmd  : n_state = (wr_cmd_done==1'b1) ? State_Work_data : State_Work_cmd;
			State_Work_data : n_state = (wr_data_done==1'b1) ? State_wait_init : State_Work_data;
			default : n_state = State_Wait_work;
		endcase
	end
	always@(posedge clk)begin
		if(!rst_n)
			user_ready<=1'b0;
		else if(c_state==State_Idle)
			user_ready<=1'b0;
		else if(c_state==State_Wait_work)
			user_ready<=1'b1;
		else
			user_ready<=user_ready;
	end
	always@(posedge clk)begin
		if(!rst_n)
			show_done<=1'b0;
		else if(c_state==State_Work_data && wr_data_done==1'b1)
			show_done<=1'b1;
		else
			show_done<=1'b0;
	end
	always@(posedge clk)begin
		if(!rst_n)
			init_en<=1'b0;
		else if(c_state==State_init)
			init_en<=1'b1;
		else
			init_en<=1'b0;
	end
	always@(posedge clk)begin
		if(!rst_n)
			begin wr_cmd_en<=1'b0; wr_cmd<=8'd0;end
		else if(c_state==State_Wait_work && user_show_flag==1'b1)
			begin wr_cmd_en<=1'b1; wr_cmd<=user_addr_data[15:8];end
		else
			begin wr_cmd_en<=1'b0; wr_cmd<=8'd0;end
	end
	always@(posedge clk)begin
		if(!rst_n)
			begin wr_data_en<=1'b0; wr_data<=8'd0;end
		else if(c_state==State_Work_cmd && wr_cmd_done==1'b1)
			begin wr_data_en<=1'b1; wr_data<=user_addr_data_r[7:0];end
		else
			begin wr_data_en<=1'b0; wr_data<=8'd0;end
	end
	always@(posedge clk)begin
		if(!rst_n)
			begin q_out<=8'd0;rs_out<=1'b0;en_out<=1'b0;end
		else case(c_state)
			State_Idle      : begin q_out<=8'd0;rs_out<=1'b0;en_out<=1'b0;end
			State_init      : begin q_out<=init_out_q;rs_out<=init_out_rs;en_out<=init_out_en;end
			State_wait_init : begin q_out<=init_out_q;rs_out<=init_out_rs;en_out<=init_out_en;end
			State_Wait_work : begin q_out<=8'd0;rs_out<=1'b0;en_out<=1'b0;end
			State_Work_cmd  : begin q_out<=cmd_q;rs_out<=cmd_rs;en_out<=cmd_en;end
			State_Work_data : begin q_out<=data_q;rs_out<=data_rs;en_out<=data_en;end
			default : begin q_out<=8'd0;rs_out<=1'b0;en_out<=1'b0;end
		endcase
	end
endmodule 
module lcd1602_init(
	input     wire        clk,   
	input     wire        rst_n,
	input     wire        init_en,
	output    reg         init_done,
	output    reg         init_cmd_en,
	output    reg  [7:0]  init_cmd,
	input     wire        init_cmd_done
);
	localparam       T_5ms      =  250_000;
	localparam       State_Idle =  13'b0_0000_0000_0001;
	localparam       Stite_S0   =  13'b0_0000_0000_0010; 
	localparam       Stite_S1   =  13'b0_0000_0000_0100; 
	localparam       Stite_S2   =  13'b0_0000_0000_1000; 
	localparam       Stite_S3   =  13'b0_0000_0001_0000; 
	localparam       Stite_S4   =  13'b0_0000_0010_0000; 
	localparam       Stite_S5   =  13'b0_0000_0100_0000; 
	localparam       Stite_S6   =  13'b0_0000_1000_0000; 
	localparam       Stite_S7   =  13'b0_0001_0000_0000; 
	localparam       Stite_S8   =  13'b0_0010_0000_0000; 
	localparam       Stite_S9   =  13'b0_0100_0000_0000; 
  localparam       Stite_S10  =  13'b0_1000_0000_0000; 
	localparam       Stite_End  =  13'b1_0000_0000_0000;
	reg  [12:0]  c_state;
	reg  [12:0]  n_state;
	reg  [17:0]   cnt1;
	reg  [17:0]   cnt2;
	reg  [17:0]   cnt3;
	always@(posedge clk)begin
		if(!rst_n)
			c_state<=13'd0;
		else
			c_state<=n_state;
	end
	always@(*)begin
		case(c_state)
			State_Idle : n_state = (init_en==1'b1) ? Stite_S0 : State_Idle;
			Stite_S0   : n_state = (init_cmd_done==1'b1) ? Stite_S1 : Stite_S0;
			Stite_S1   : n_state = (cnt1==T_5ms-1) ? Stite_S2 : Stite_S1;
			Stite_S2   : n_state = (init_cmd_done==1'b1) ? Stite_S3 : Stite_S2;
			Stite_S3   : n_state = (cnt2==T_5ms-1) ? Stite_S4 : Stite_S3;
			Stite_S4   : n_state = (init_cmd_done==1'b1) ? Stite_S5 : Stite_S4;
			Stite_S5   : n_state = (cnt3==T_5ms-1) ? Stite_S6 : Stite_S5;
			Stite_S6   : n_state = (init_cmd_done==1'b1) ? Stite_S7 : Stite_S6;
			Stite_S7   : n_state = (init_cmd_done==1'b1) ? Stite_S8 : Stite_S7;
			Stite_S8   : n_state = (init_cmd_done==1'b1) ? Stite_S9 : Stite_S8;
			Stite_S9   : n_state = (init_cmd_done==1'b1) ? Stite_S10 : Stite_S9;
			Stite_S10  : n_state = (init_cmd_done==1'b1) ? Stite_End : Stite_S10;
		  Stite_End  : n_state = State_Idle;
			default   : n_state = State_Idle;
		endcase
	end
	always@(posedge clk)begin
		if(!rst_n)
			cnt1<=18'd0;
		else if(c_state==Stite_S1)
			if(cnt1<T_5ms-1)
				cnt1<=cnt1+1'b1;
			else
				cnt1<=18'd0;
		else
			cnt1<=18'd0;
	end
	always@(posedge clk)begin
		if(!rst_n)
			cnt2<=18'd0;
		else if(c_state==Stite_S3)
			if(cnt2<T_5ms-1)
				cnt2<=cnt2+1'b1;
			else
				cnt2<=18'd0;
		else
			cnt2<=18'd0;
	end
	always@(posedge clk)begin
		if(!rst_n)
			cnt3<=18'd0;
		else if(c_state==Stite_S5)
			if(cnt3<T_5ms-1)
				cnt3<=cnt3+1'b1;
			else
				cnt3<=18'd0;
		else
			cnt3<=18'd0;
	end
	always@(posedge clk)begin
		if(!rst_n)
			init_cmd_en<=1'b0;
		else case(c_state)
			State_Idle : if(init_en==1'b1) init_cmd_en<=1'b1; else init_cmd_en<=1'b0;
			Stite_S0   : init_cmd_en<=1'b0;
			Stite_S1   : if(cnt1==T_5ms-1) init_cmd_en<=1'b1; else init_cmd_en<=1'b0;
			Stite_S2   : init_cmd_en<=1'b0;
			Stite_S3   : if(cnt2==T_5ms-1) init_cmd_en<=1'b1; else init_cmd_en<=1'b0;
			Stite_S4   : init_cmd_en<=1'b0;
			Stite_S5   : if(cnt3==T_5ms-1) init_cmd_en<=1'b1; else init_cmd_en<=1'b0;
			Stite_S6   : if(init_cmd_done==1'b1) init_cmd_en<=1'b1; else init_cmd_en<=1'b0;
			Stite_S7   : if(init_cmd_done==1'b1) init_cmd_en<=1'b1; else init_cmd_en<=1'b0;
			Stite_S8   : if(init_cmd_done==1'b1) init_cmd_en<=1'b1; else init_cmd_en<=1'b0;
			Stite_S9   : if(init_cmd_done==1'b1) init_cmd_en<=1'b1; else init_cmd_en<=1'b0;
			Stite_S10  : init_cmd_en<=1'b0;
		  Stite_End  : init_cmd_en<=1'b0;
			default   : init_cmd_en<=1'b0;
		endcase
	end
	always@(posedge clk)begin
		if(!rst_n)
			init_cmd<=8'd0;
		else case(c_state)
			State_Idle : if(init_en==1'b1) init_cmd<=8'h38; else init_cmd<=8'd0;
			Stite_S0   : init_cmd<=8'd0;
			Stite_S1   : if(cnt1==T_5ms-1) init_cmd<=8'h38; else init_cmd<=8'd0;
			Stite_S2   : init_cmd<=8'd0;
			Stite_S3   : if(cnt2==T_5ms-1) init_cmd<=8'h38; else init_cmd<=8'd0;
			Stite_S4   : init_cmd<=8'd0;
			Stite_S5   : if(cnt3==T_5ms-1) init_cmd<=8'h38; else init_cmd<=8'd0;
			Stite_S6   : if(init_cmd_done==1'b1) init_cmd<=8'h08; else init_cmd<=8'd0;
			Stite_S7   : if(init_cmd_done==1'b1) init_cmd<=8'h01; else init_cmd<=8'd0;
			Stite_S8   : if(init_cmd_done==1'b1) init_cmd<=8'h06; else init_cmd<=8'd0;
			Stite_S9   : if(init_cmd_done==1'b1) init_cmd<=8'h0c; else init_cmd<=8'd0;
			Stite_S10  : init_cmd<=8'd0;
		  Stite_End  : init_cmd<=8'd0;
			default   : init_cmd<=8'd0;
		endcase
	end
	always@(posedge clk)begin
		if(!rst_n)
			init_done<=1'b0;
		else if(c_state==Stite_End)
			init_done<=1'b1;
		else
			init_done<=1'b0;
	end
endmodule
module lcd1602_wr_cmd(
	input     wire          clk,    
	input     wire          rst_n,
	input     wire  	       wr_cmd_en,
	input     wire  [7:0]   wr_cmd,
	output    wire          wr_cmd_done,
	output    reg   [7:0]   cmd_q,
	output    wire          cmd_rs,
	output    reg           cmd_en
);
	parameter    T_2ms  =  100_000;
	reg    [7:0]   wr_cmd_temp;
	reg    [16:0]  cnt;
	assign cmd_rs = 1'b0;
	always@(posedge clk)begin
		if(!rst_n)
			wr_cmd_temp <=8'd0;
		else if(wr_cmd_en)
			wr_cmd_temp<=wr_cmd;
		else if(wr_cmd_done)
			wr_cmd_temp <=8'd0;
		else
			wr_cmd_temp<=wr_cmd_temp;
	end
	always@(posedge clk)begin
		if(!rst_n)
			cnt<=17'd0;
		else if(wr_cmd_en==1'b1)
			cnt<=17'd1;
		else if(0<cnt && cnt<T_2ms-1'b1)
			cnt<=cnt+1'b1;
		else
			cnt<=17'd0;
	end
	always@(posedge clk)begin
		if(!rst_n)
			begin cmd_q<=8'd0;cmd_en<=1'b0;end
		else case(cnt)
			17'd0              : begin cmd_q<=8'd0;cmd_en<=1'b0;end
			17'd9              : begin cmd_q<=wr_cmd_temp;cmd_en<=1'b0;end
			(T_2ms/4)-1'b1     : begin cmd_q<=wr_cmd_temp;cmd_en<=1'b1;end
			(3*(T_2ms/4))-1'b1 : begin cmd_q<=wr_cmd_temp;cmd_en<=1'b0;end
			T_2ms-1'b1     : begin cmd_q<=8'd0;cmd_en<=1'b0;end
			default : begin cmd_q<=cmd_q;cmd_en<=cmd_en;end
		endcase
	end
	assign wr_cmd_done = (cnt==T_2ms-1'b1)?1'b1:1'b0;
endmodule
module lcd1602_wr_data(
	input     wire          clk,    
	input     wire          rst_n,
	input     wire  	       wr_data_en,
	input     wire  [7:0]   wr_data,
	output    wire          wr_data_done,
	output    reg   [7:0]   data_q,
	output    wire          data_rs,
	output    reg           data_en
);
	parameter    T_2ms  =  100_000;
	reg    [7:0]   wr_data_temp;
	reg    [16:0]  cnt;
	assign data_rs = 1'b1;
	always@(posedge clk)begin
		if(!rst_n)
			wr_data_temp <=8'd0;
		else if(wr_data_en)
			wr_data_temp<=wr_data;
		else if(wr_data_done)
			wr_data_temp <=8'd0;
		else
			wr_data_temp<=wr_data_temp;
	end
	always@(posedge clk)begin
		if(!rst_n)
			cnt<=17'd0;
		else if(wr_data_en==1'b1)
			cnt<=17'd1;
		else if(0<cnt && cnt<T_2ms-1'b1)
			cnt<=cnt+1'b1;
		else
			cnt<=17'd0;
	end
	always@(posedge clk)begin
		if(!rst_n)
			begin data_q<=8'd0;data_en<=1'b0;end
		else case(cnt)
			17'd0              : begin data_q<=8'd0;data_en<=1'b0;end
			17'd9              : begin data_q<=wr_data_temp;data_en<=1'b0;end
			(T_2ms/4)-1'b1     : begin data_q<=wr_data_temp;data_en<=1'b1;end
			(3*(T_2ms/4))-1'b1 : begin data_q<=wr_data_temp;data_en<=1'b0;end
			T_2ms-1'b1     : begin data_q<=8'd0;data_en<=1'b0;end
			default : begin data_q<=data_q;data_en<=data_en;end
		endcase
	end
	assign wr_data_done = (cnt==T_2ms-1'b1)?1'b1:1'b0;
endmodule
</file>
<file path="flow/constraint.sdc">
current_design lcd1602_drive

set clk_period 4.6
set clk_io_pct 0.2

create_clock -name clk0 -period $clk_period [get_ports {clk}]

set non_clock_inputs [all_inputs -no_clocks]
set_input_delay [expr $clk_period * $clk_io_pct] -clock clk0 $non_clock_inputs
set_output_delay [expr $clk_period * $clk_io_pct] -clock clk0 [all_outputs]
</file>
<file path="flow/run.sh">
#!/bin/bash
# OpenROAD 26Q1-2900-gdf79404cd8, Yosys 0.63+post, stock flow scripts
make -C /OpenROAD-flow-scripts/flow DESIGN_CONFIG=/design/flow/config.mk WORK_HOME=/design/flow/orfs finish
</file>
==> impl_metrics.json <==
{
  "tightest_slew_ps": 816,
  "power_density_nw_per_um2": 389,
  "outcome": "complete, no violations",
  "antennaDiodeCount": 0,
  "cts_made_buffers": 25,
  "yosysMostFrequentCell": "dfxtp_1",
  "cp-start-kind": "input port",
  "drcViolationCount": 0,
  "area_growth_pct": 15.6,
  "n_fill_cell": 2045,
  "cts_tree": "yes",
  "clock.fmax_mhz": 370,
  "antenna_found_initial": 0,
  "crit_start": "rst_n",
  "cap_violations": 0,
  "syn_area_sq_um": 8910,
  "detailed_place_hpwl_mm": 11.1,
  "cts_resized": 0,
  "die_w_um": 151,
  "drt-wirelength-per-cell_um": 12.6,
  "synth_flops": 215,
  "peakVddDrop_mv": 0.268,
  "slew_headroom_pct": 45.3,
  "top_area_cell": "dfxtp_1",
  "initial_core_util_pct": 40.8,
  "hold_buffers": 0,
  "ys_area_sq_um": 8910,
  "die_h_um": 151,
  "syn_avg_cell_area_sq_um": 8.72,
  "required_ps": 5030,
  "reg2reg_from": "lcd1602_wr_cmd_inst2.cnt[0]$_SDFF_PN0_",
  "grt_first_pass_wirelength_mm": 29.3,
  "first_global_vias": 6177,
  "tns_ps": 0,
  "top_cells_by_area": "dfxtp_1, nor2_1, xnor2_1",
  "grt_usage_pct": 16.0,
  "h-tree-depth": 1,
  "overflow": 0,
  "setup.worst_path.end_class": "register",
  "hold_path.class": "register to register",
  "rows": 54,
  "dr.pass1.iters": 6,
  "async_flop_share_pct": 0,
  "yosys_warnings": 4,
  "ys_cells": 1022,
  "top_area_share_pct": 48.3,
  "pre_cts_ws_ps": 1370,
  "fin_skew_ps": 22.6,
  "drt-initial-drc-count": 295,
  "clk_pin_slew_ps": 60,
  "yosys_most_used_dff": "dfxtp_1",
  "avgViaCountPerCell": 5.01,
  "fin_ws_ps": 1900,
  "routabilityCongestion": 0.857,
  "synth_cells": 1022,
  "post_cts_buffers": 0,
  "cts-root-buf": "clkbuf_16",
  "cts.sinks": 215,
  "grt_setup_unrepaired": "false",
  "min_from": "lcd1602_init_inst.init_cmd[4]$_SDFF_PN0_",
  "worst-path-max-fanout": 39,
  "report.final.slew_viol_count": 0,
  "drive_above_1_share_pct": 5.98,
  "synth_cell_type_count": 59,
  "worstSkewPairLatency_ps": 520,
  "hold_viol_final": 0,
  "port_buffers": 30,
  "cts_max_path_buffers": 3,
  "die_area_sq_um": 22900,
  "setup.worst_path.class": "input port to register",
  "drt-total-wl_mm": 16.9,
  "final_antenna_net_count": 0,
  "warnings": 31,
  "ios": 32,
  "ys_seq_share_pct": 48.3,
  "top_cells_by_count": "dfxtp_1, nor2_1, nand2_1",
  "fin_crit_ps": 2700,
  "setup_viol": 0,
  "grt_max_degree": 42,
  "cp.arrival_ps": 3130,
  "synth-edff-count": 0,
  "cellLeakagePower_nw": 3.33,
  "fin_crit_sh_pct": 58.8,
  "core_area_sq_um": 21800,
  "vias": 6678
}
==> cell families after synthesis <==
family                   after synthesis  synth area share, %
AND/OR/NAND/NOR                      519                 28.6
flip-flops                           215                 48.3
XOR/XNOR                              89                 8.75
AND-OR/OR-AND                         86                 6.40
buffers and inverters                 77                 3.61
multiplexers                          23                 2.60
adder cells (fa/ha/maj)               12                 1.68
other                                  1               0.0421
==> per-layer routing <==
| metal | vias to the layer above | global-route usage (%) | part of all wire, % |
|---|---|---|---|
| met5 | - | 0 | 0 |
| met4 | 0 | 3.35 | 2.0 |
| met3 | 26 | 2.24 | 3.6 |
| met2 | 95 | 24.6 | 45 |
| met1 | 3018 | 24.7 | 50 |
| li1 | 3539 | - | - |
==> final timing paths <==
check	endpoint	slack [ps]	cells after the start
setup / recovery	lcd1602_wr_cmd_inst2.cnt[5]$_SDFF_PP0_	1900	5
hold / removal	lcd1602_wr_cmd_inst2.wr_cmd_temp[4]$_SDFFE_PN0P_	430	2
setup reg to reg	lcd1602_wr_cmd_inst2.cmd_q[3]$_SDFFE_PN0P_	2090	6
hold reg to reg	lcd1602_wr_cmd_inst2.wr_cmd_temp[4]$_SDFFE_PN0P_	430	2
==> report_power, final <==
part | total (mW) | internal [mW] | switching [mW]
logic | 0.0487 | 0.0225 | 0.0262
registers | 1.87 | 1.87 | 0.00348
clock network | 2.08 | 1.31 | 0.774
==> placed cells by master (no fill, tap or decap), types with 14 or more instances in the layout <==
master	Yosys	layout
nand4_1	39	39
nor2_1	179	179
nor3_1	30	30
xnor2_1	50	50
xor2_1	39	39
clkbuf_16	0	25
nor4_1	18	18
and3_1	14	14
clkdlybuf4s50_1	0	30
dfxtp_1	215	215
inv_1	25	25
and2_1	24	24
a21oi_1	42	42
nand2_1	96	96
nand3_1	58	58
mux2i_1	22	22
==> flip-flops by register name (all words and copies together), names as in the netlist, 5 cells and up <==
register                           count
c_state                                5
lcd1602_init_inst.c_state             14
lcd1602_init_inst.cnt1                18
lcd1602_init_inst.cnt2                18
lcd1602_init_inst.cnt3                18
lcd1602_init_inst.init_cmd             5
lcd1602_wr_cmd_inst.cmd_q              8
lcd1602_wr_cmd_inst.cnt               17
lcd1602_wr_cmd_inst.wr_cmd_temp        8
lcd1602_wr_cmd_inst2.cmd_q             5
lcd1602_wr_cmd_inst2.cnt              17
lcd1602_wr_cmd_inst2.wr_cmd_temp       5
lcd1602_wr_data_inst.cnt              17
lcd1602_wr_data_inst.data_q            8
lcd1602_wr_data_inst.wr_data_temp      8
q_out                                  8
user_addr_data_r                       8
wr_cmd                                 8
wr_data                                8
==> per-stage QoR <==
step                      instances  hold WS, ps  power (mW)  utilization (%)  cell area (sq um)
after CTS                      1334          426        4.06             47.2              10300
final                          1334          426        4.00             47.2              10300
after detailed placement       1288          428        1.96             43.1               9410
after global routing           1334          432        4.14             47.2              10300
after global placement         1288          428        1.96             43.1               9410
after floorplan                1022          412        1.94                -               8910
==> critical path, stage by stage <==
cell             delay, ps
clkdlybuf4s50_1        450
buf_4                  390
clkinv_1               440
or3_1                  720
nor2_1                 190
==> cell type report <==
cell class	count	area, sq um	area share (%)
Timing Repair Buffer	36	345	3.35
Clock buffer	32	702	6.81
Clock inverter	14	191	1.86
Sequential cell	215	4300	41.8
Tap cell	280	350	3.40
Multi-Input combinational cell	730	4310	41.8
Inverter	27	101	0.984
Power and IR drop assume default switching activity.
